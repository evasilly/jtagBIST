==> ./design.v <==
`timescale 1ns / 1ps
module CoreLogic(
    input [1:0] A,
    input [1:0] B,
    input op_code,
    output [3:0] result
    );
    assign result = (op_code == 1'b1) ? A + B : A * B;
endmodule
==> ./run.sh <==
#!/bin/bash
# OpenROAD 26Q1-2900-gdf79404cd8, Yosys 0.63+post, stock flow scripts
make -C /OpenROAD-flow-scripts/flow DESIGN_CONFIG=/design/flow/config.mk WORK_HOME=/design/flow/orfs finish
==> ./config.mk <==
export PLATFORM = sky130hd
export DESIGN_NAME = CoreLogic
export DESIGN_NICKNAME = CoreLogic
export VERILOG_FILES = /design/flow/design.v
export SDC_FILE = /design/flow/constraint.sdc
export NUM_CORES = 4
export LEC_CHECK = 1
export CORE_AREA = 10 10 70 70
export DIE_AREA = 0 0 80 80
==> ./constraint.sdc <==
current_design CoreLogic

set clk_period 1.3
set clk_io_pct 0.2

create_clock -name clk0 -period $clk_period

set non_clock_inputs [all_inputs -no_clocks]
set_input_delay [expr $clk_period * $clk_io_pct] -clock clk0 $non_clock_inputs
set_output_delay [expr $clk_period * $clk_io_pct] -clock clk0 [all_outputs]
==> reports/qor.json <==
{
  "ys_area_sq_um": 125,
  "design_area_sq_um": 340,
  "worst_path_largest_cell_delay_ns": 0.39,
  "placedInstanceArea_sq_um": 315,
  "postSynthSeqShare_pct": 0,
  "place.gp.congestion": 0.733,
  "path_max_fanout": 2,
  "synthTopCellsByCount": "4 x sky130_fd_sc_hd__ha_1, 3 x sky130_fd_sc_hd__mux2_2, 2 x sky130_fd_sc_hd__and2_1, 1 x sky130_fd_sc_hd__and2b_2, 1 x sky130_fd_sc_hd__fa_1",
  "dieWidth_um": 80,
  "synthToLayoutAreaGrowth_pct": 172,
  "hold_end": "result[2]",
  "synthesis.area_sq_um": 125,
  "crit_path_end_kind": "output pin",
  "crit_arrival_ns": 1.29,
  "nFillCells": 411,
  "detailroute.wirelength.met2_um": 154,
  "hold_path_startpoint": "B[1]",
  "crit_path_time_final_ns": 1.55,
  "grt_first_pass_wirelength_um": 793,
  "routed_wirelength_um": 459,
  "final_antenna_net_count": 0,
  "dr_wl_met3_um": 46,
  "starting_drt_drc_count": 1,
  "synth.distinct_cells": 5,
  "worst_pin_slew_ns": 0.122,
  "regArea_sq_um": 0,
  "layout.clock_buffers": 0,
  "criticalPathCategory": "in -> out",
  "synth_top_cell_by_count": "sky130_fd_sc_hd__ha_1",
  "ys_cells": 11,
  "critical_path.cell_chain": "buf_8, ha_4, fa_2, mux2_4, buf_6",
  "report.final.hold_viol_count": 0,
  "number_of_placed_i_o_pins": 9,
  "routed_via_density": 1.76,
  "hold_path.class": "in -> out",
  "grt-ovfl-total": 0,
  "power.total_uw": 93.1,
  "violated_checks": "negative setup slack",
  "vdd_drop_max_v": 0.000101,
  "number_of_maximum_capacitance_violations": 0,
  "dr.pass1.iters": 2,
  "maximum_number_of_pins_on_one_net_before_global_route_repair": 5,
  "io_buffer_count": 9,
  "worstSetupStartpointType": "primary input",
  "rsz0062_at_grt": "true",
  "status": "finished, violations left",
  "synth_top_area_share_pct": 40.0,
  "fin_crit_sh_pct": 119,
  "synth_area_per_cell_sq_um": 11.4,
  "number_of_global_route_vias_before_repair": 148,
  "openroad.warnings": 36,
  "top_sig_layer": "met3",
  "finalWorstSetupSlack_ns": -0.249,
  "timing.hold.worst_path_depth": 4,
  "netlist_instances": 11,
  "wire_per_inst_um": 6.95,
  "row_count": 21,
  "yosys_warnings": 0,
  "die-area_sq_mm": 0.00640,
  "core_footprint_sq_mm": 0.00342,
  "power-per-cell-area_mw_per_mm2": 273,
  "detail_route.wirelength.met1_um": 258,
  "leakage_nw": 0.129,
  "timing.final.max_slew_violations": 0,
  "cp_data_required_time_ns": 1.04,
  "fmaxAchievable_ghz": 0.645,
  "flip_flops": 0,
  "synth.area.top_cells": "sky130_fd_sc_hd__ha_1 40%, sky130_fd_sc_hd__mux2_2 27%, sky130_fd_sc_hd__fa_1 16%",
  "vert_die_dim_um": 80,
  "initial_utilization_pct": 3.66,
  "cell_type_with_the_largest_total_area_after_synthesis": "sky130_fd_sc_hd__ha_1",
  "critical-path-slowest-cell": "sky130_fd_sc_hd__fa_2",
  "detail_route.drc_violations": 0,
  "antenna_violations_before_repair": 0,
  "worst_slew_margin_rel_pct": 91.8,
  "grt_usage_pct": 1.55,
  "logic_area_sq_um": 178,
  "drive_gt1_share_pct": 90.0,
  "report.final.setup_viol": 4,
  "dr_total_vias": 116,
  "diodes": 0
}
stage by stage:
step	utilization [%]	hold WS [ns]	TNS, ns	instances	setup slack [ns]
final	9.96	0.993	-0.760	66	-0.249
after global routing	9.96	1.02	-0.912	66	-0.281
after CTS	9.67	1.00	-0.778	66	-0.255
after detailed placement	9.23	1.74	-3.44	66	-1.03
after global placement	9.23	1.72	-3.41	66	-1.01
after floorplan	-	0.627	-0.0104	11	-0.0104
how the worst max path moves through the flow:
stage	cells past startpoint	to	startpoint
final	5	result[1]	A[0]
after CTS	5	result[1]	A[0]
after global routing	5	result[1]	A[0]
cell families after synthesis:
| logic type | Yosys count | synth area share, % |
|---|---|---|
| adders and majority gates | 5 | 56.0 |
| muxes | 3 | 27.0 |
| and+or+nand+nor | 3 | 17.0 |
layout make-up:
cell class	instances	area share (%)
Tap cell	46	16.9
Multi-Input combinational cell	11	52.2
Timing Repair Buffer	9	30.9
power breakdown:
part / internal [mW] / switching [mW]
Combinational: 0.0659 / 0.0272
Sequential: 0 / 0
Clock: 0 / 0
worst max-delay path, delay by kind of cell:
family,cells,cell delay [ns]
fa+ha+maj,2,0.54
mux,1,0.27
buf+inv,2,0.21
repair_timing:
item                                    in CTS  in global routing
gates resized                               42                  2
hold buffers                                 0                  0
endpoints found under the setup margin       4                  4
pin swaps                                    4                  3
buffers inserted                             0                  0
metal layers:
layer / vias up / GRT usage (%)
met5: - / 0
met4: 0 / 0
met3: 0 / 0.682
met2: 7 / 1.93
met1: 51 / 2.44
li1: 58 / -
layout by cell type, fill, tap and decap left out:
| cell | Yosys | final |
|---|---|---|
| sky130_fd_sc_hd__ha_4 | 0 | 3 |
| sky130_fd_sc_hd__buf_8 | 0 | 3 |
| sky130_fd_sc_hd__buf_6 | 0 | 3 |
| sky130_fd_sc_hd__mux2_4 | 0 | 2 |
| sky130_fd_sc_hd__and2_4 | 0 | 2 |
| sky130_fd_sc_hd__mux2_2 | 3 | 1 |
| sky130_fd_sc_hd__and2b_2 | 1 | 1 |
| sky130_fd_sc_hd__fa_2 | 0 | 1 |
| sky130_fd_sc_hd__ha_1 | 4 | 1 |
| sky130_fd_sc_hd__clkdlybuf4s15_2 | 0 | 1 |
| sky130_fd_sc_hd__clkdlybuf4s50_1 | 0 | 1 |
| sky130_fd_sc_hd__buf_2 | 0 | 1 |
Power is estimated from default activity; no workload was simulated.
